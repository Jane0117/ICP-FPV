==> flow/run.sh <==
#!/bin/bash
# OpenROAD 26Q1-2900-gdf79404cd8, Yosys 0.63+post, stock flow scripts
make -C /OpenROAD-flow-scripts/flow DESIGN_CONFIG=/design/flow/config.mk WORK_HOME=/design/flow/orfs finish
==> flow/config.mk <==
export PLATFORM = sky130hd
export DESIGN_NAME = traffic
export DESIGN_NICKNAME = traffic
export VERILOG_FILES = /design/flow/design.v
export SDC_FILE = /design/flow/constraint.sdc
export NUM_CORES = 4
export LEC_CHECK = 1
export CORE_AREA = 10 10 103 103
export DIE_AREA = 0 0 113 113
export SYNTH_HDL_FRONTEND = slang
==> flow/constraint.sdc <==
current_design traffic

set clk_period 2.7
set clk_io_pct 0.2

create_clock -name clk0 -period $clk_period [get_ports {clk}]

set non_clock_inputs [all_inputs -no_clocks]
set_input_delay [expr $clk_period * $clk_io_pct] -clock clk0 $non_clock_inputs
set_output_delay [expr $clk_period * $clk_io_pct] -clock clk0 [all_outputs]
==> flow/design.v <==
`timescale 1ns / 1ps
package common;
    localparam REGISTER_FILE_SIZE = 32;  
    localparam logic [9:0] BEQ_INSTRUCTION = {3'b000, 7'b1100011};
    localparam logic [9:0] BNE_INSTRUCTION = {3'b001, 7'b1100011};
    localparam logic [9:0] BLT_INSTRUCTION = {3'b100, 7'b1100011};
    localparam logic [9:0] BGE_INSTRUCTION = {3'b101, 7'b1100011};
    localparam logic [9:0] BLTU_INSTRUCTION = {3'b110, 7'b1100011};
    localparam logic [9:0] BGEU_INSTRUCTION = {3'b111, 7'b1100011}; 
    typedef enum logic [3:0]
    {
        ALU_AND  = 4'b0000,       
        ALU_OR   = 4'b0001,
        ALU_XOR  = 4'b0010,
        ALU_ADD  = 4'b0011,               
        ALU_SUB = 4'b0100,
        ALU_SLT = 4'b0101,   
        ALU_SLTU = 4'b0110,  
        ALU_SLL = 4'b0111,   
        ALU_SRL = 4'b1000,   
        ALU_SRA = 4'b1001,   
        ALU_LUI = 4'b1010,
        B_BNE   = 4'b1011,  
        B_BLT   = 4'b1100,  
        B_BGE   = 4'b1101,  
        B_LTU   = 4'b1110,  
        B_GEU   = 4'b1111   
    } alu_op_type;
    typedef enum logic [1:0]
    {
        FORWARD_NONE,
        FORWARD_FROM_MEM,
        FORWARD_FROM_EX
    } forward_type;
    typedef enum logic [2:0]
    {
        NONE_TYPE,
        R_TYPE,
        I_TYPE,
        S_TYPE,
        B_TYPE,
        U_TYPE,
        J_TYPE
    } encoding_type;
    typedef struct packed
    {
        alu_op_type alu_op;
        encoding_type encoding;
        logic alu_src;
        logic mem_read;
        logic mem_write;
        logic reg_write;
        logic mem_to_reg;
        logic [1:0] mem_size;  
        logic mem_sign;
        logic is_branch;
    } control_type;
    typedef struct packed
    {
        logic [6:0] funct7;
        logic [4:0] rs2;
        logic [4:0] rs1;
        logic [2:0] funct3;
        logic [4:0] rd;
        logic [6:0] opcode;
    } instruction_type;
    typedef struct  packed
    {
        logic [31:0] pc;
        instruction_type instruction;
        logic decpompress_failed;
    } if_id_type;
    typedef struct packed
    {
        logic [4:0] reg_rs1_id;
        logic [4:0] reg_rs2_id;
        logic [4:0] reg_rd_id;
        logic [31:0] data1;
        logic [31:0] data2;
        logic [31:0] immediate_data;
        logic [31:0] pc;  
        control_type control;
        logic decpompress_failed;
        logic instruction_illegal;
    } id_ex_type;
    typedef struct packed
    {
        logic [4:0] reg_rd_id;
        control_type control;
        logic [31:0] alu_data;
        logic [31:0] pc;
        logic [31:0] memory_data;
    } ex_mem_type;
    typedef struct packed
    {
        logic [4:0] reg_rd_id;
        logic [31:0] memory_data;
        logic [31:0] alu_data;
        logic [31:0] pc;
        control_type control;
    } mem_wb_type;
    function [31:0] immediate_extension(instruction_type instruction, encoding_type inst_encoding);
        case (inst_encoding)
            I_TYPE: immediate_extension = { {20{instruction.funct7[6]}}, {instruction.funct7, instruction.rs2} };
            S_TYPE: immediate_extension = { {20{instruction.funct7[6]}}, {instruction.funct7, instruction.rd} };
            B_TYPE: immediate_extension = 
                { {20{instruction.funct7[6]}}, {instruction.funct7[6], instruction.rd[0], instruction.funct7[5:0], instruction.rd[4:1]}, 1'b0 };
            U_TYPE : immediate_extension = {instruction[31:12], 12'b0};
            J_TYPE : immediate_extension = { {12{instruction[31]}}, instruction[19:12], instruction[20], instruction[30:21], 1'b0 };
            default: immediate_extension = { {20{instruction.funct7[6]}}, {instruction.funct7, instruction.rs2} };
        endcase 
    endfunction
endpackage
`timescale 1ns / 1ps
package ref_model_pkg;
    import common::*;
    function automatic void ref_decode(instruction_type instr,
                                       output control_type control,
                                       output logic decode_failed);
        control = '0;
        decode_failed = 1'b0;
        unique case (instr.opcode)
            7'b0110011: begin
                control.encoding  = R_TYPE;
                control.reg_write = 1'b1;
                unique casez({instr.funct7[5], instr.funct3})
                    4'b0_000: control.alu_op = ALU_ADD;
                    4'b1_000: control.alu_op = ALU_SUB;
                    4'b?_001: control.alu_op = ALU_SLL;
                    4'b?_010: control.alu_op = ALU_SLT;
                    4'b?_011: control.alu_op = ALU_SLTU;
                    4'b?_100: control.alu_op = ALU_XOR;
                    4'b0_101: control.alu_op = ALU_SRL;
                    4'b1_101: control.alu_op = ALU_SRA;
                    4'b?_110: control.alu_op = ALU_OR;
                    4'b?_111: control.alu_op = ALU_AND;
                    default: decode_failed = 1'b1;
                endcase
            end
            7'b0010011: begin
                control.encoding  = I_TYPE;
                control.reg_write = 1'b1;
                control.alu_src   = 1'b1;
                unique casez({instr.funct7[5], instr.funct3})
                    4'b?_000: control.alu_op = ALU_ADD;
                    4'b?_001: control.alu_op = ALU_SLL;
                    4'b?_010: control.alu_op = ALU_SLT;
                    4'b?_011: control.alu_op = ALU_SLTU;
                    4'b?_100: control.alu_op = ALU_XOR;
                    4'b0_101: control.alu_op = ALU_SRL;
                    4'b1_101: control.alu_op = ALU_SRA;
                    4'b?_110: control.alu_op = ALU_OR;
                    4'b?_111: control.alu_op = ALU_AND;
                    default: decode_failed = 1'b1;
                endcase
            end
            7'b0000011: begin
                control.encoding   = I_TYPE;
                control.reg_write  = 1'b1;
                control.alu_src    = 1'b1;
                control.mem_read   = 1'b1;
                control.mem_to_reg = 1'b1;
                control.alu_op     = ALU_ADD;
                unique casez(instr.funct3)
                    3'b000: control.mem_size = 2'b00;
                    3'b001: control.mem_size = 2'b01;
                    3'b010: control.mem_size = 2'b10;
                    3'b100: control.mem_size = 2'b00;
                    3'b101: control.mem_size = 2'b01;
                    default: decode_failed = 1'b1;
                endcase
                unique casez(instr.funct3)
                    3'b0??: control.mem_sign = 1'b1;
                    3'b1??: control.mem_sign = 1'b0;
                    default: decode_failed = 1'b1;
                endcase
            end
            7'b1100111: begin
                control.encoding  = I_TYPE;
                control.is_branch = 1'b1;
                control.reg_write = 1'b1;
                control.alu_op    = ALU_ADD;
            end
            7'b1101111: begin
                control.encoding  = J_TYPE;
                control.is_branch = 1'b0;
                control.reg_write = 1'b1;
                control.alu_op    = ALU_ADD;
            end
            7'b0100011: begin
                control.encoding = S_TYPE;
                control.alu_src  = 1'b1;
                control.mem_write= 1'b1;
                control.alu_op   = ALU_ADD;
                unique casez(instr.funct3)
                    3'b000: control.mem_size = 2'b00;
                    3'b001: control.mem_size = 2'b01;
                    3'b010: control.mem_size = 2'b10;
                    default: decode_failed = 1'b1;
                endcase
            end
            7'b1100011: begin
                control.encoding  = B_TYPE;
                control.is_branch = 1'b1;
                unique casez({instr.funct3, instr.opcode})
                    BEQ_INSTRUCTION:  control.alu_op = ALU_SUB;
                    BNE_INSTRUCTION:  control.alu_op = B_BNE;
                    BLT_INSTRUCTION:  control.alu_op = B_BLT;
                    BGE_INSTRUCTION:  control.alu_op = B_BGE;
                    BLTU_INSTRUCTION: control.alu_op = B_LTU;
                    BGEU_INSTRUCTION: control.alu_op = B_GEU;
                    default: decode_failed = 1'b1;
                endcase
            end
            7'b0110111: begin
                control.encoding  = U_TYPE;
                control.reg_write = 1'b1;
                control.alu_src   = 1'b1;
                control.alu_op    = ALU_LUI;
            end
            7'b0010111: begin
                control.encoding  = U_TYPE;
                control.reg_write = 1'b1;
                control.alu_op    = ALU_ADD;
            end
            default: begin
                if (instr == 32'h00001111 || instr == 32'h00000000)
                    control = '0;
                else
                    decode_failed = 1'b1;
            end
        endcase
    endfunction
    function automatic logic ref_reg_illegal(control_type control,
                                              instruction_type instr,
                                              logic [4:0] rd_id);
        logic reg_illegal;
        reg_illegal = 1'b0;
        if (((control.encoding == R_TYPE||control.encoding == I_TYPE||control.encoding == U_TYPE||control.encoding == J_TYPE)
             && rd_id == 0) || rd_id >= REGISTER_FILE_SIZE) begin
            if (instr.opcode != 7'b1100111 && instr != 32'h00000013)
                reg_illegal = 1'b1;
        end
        if ((control.encoding == R_TYPE||control.encoding == I_TYPE||control.encoding == S_TYPE
             ||control.encoding == B_TYPE) && instr.rs1 >= REGISTER_FILE_SIZE) begin
            reg_illegal = 1'b1;
        end
        if ((control.encoding == R_TYPE||control.encoding == S_TYPE||control.encoding == B_TYPE)
             && instr.rs2 >= REGISTER_FILE_SIZE) begin
            reg_illegal = 1'b1;
        end
        return reg_illegal;
    endfunction
    function automatic logic [31:0] ref_forward_select(
        input logic [31:0] reg_data,
        input logic [31:0] wb_data,
        input logic [31:0] mem_data,
        input forward_type sel
    );
        case (sel)
            FORWARD_FROM_EX:  ref_forward_select = mem_data;
            FORWARD_FROM_MEM: ref_forward_select = wb_data;
            default:          ref_forward_select = reg_data;
        endcase
    endfunction
    function automatic logic [31:0] ref_alu(alu_op_type op,
                                           logic [31:0] left_operand,
                                           logic [31:0] right_operand);
        case (op)
            ALU_AND:  ref_alu = left_operand & right_operand;
            ALU_OR:   ref_alu = left_operand | right_operand;
            ALU_XOR:  ref_alu = left_operand ^ right_operand;
            ALU_ADD:  ref_alu = left_operand + right_operand;
            ALU_SUB:  ref_alu = left_operand - right_operand;
            ALU_SLT:  ref_alu = ($signed(left_operand) < $signed(right_operand)) ? 32'd1 : 32'd0;
            ALU_SLTU: ref_alu = (left_operand < right_operand) ? 32'd1 : 32'd0;
            ALU_SLL:  ref_alu = left_operand << right_operand[4:0];
            ALU_SRL:  ref_alu = left_operand >> right_operand[4:0];
            ALU_SRA:  ref_alu = $signed(left_operand) >>> right_operand[4:0];
            ALU_LUI:  ref_alu = right_operand;
            B_BNE:    ref_alu = !(left_operand != right_operand);
            B_BLT:    ref_alu = !($signed(left_operand) < $signed(right_operand));
            B_BGE:    ref_alu = !($signed(left_operand) >= $signed(right_operand));
            B_LTU:    ref_alu = !(left_operand < right_operand);
            B_GEU:    ref_alu = !(left_operand >= right_operand);
            default:  ref_alu = left_operand + right_operand;
        endcase
    endfunction
    function automatic logic ref_overflow(alu_op_type op,
                                          logic [31:0] left_operand,
                                          logic [31:0] right_operand,
                                          logic [31:0] result);
        if (op == ALU_ADD)
            ref_overflow = (~(left_operand[31] ^ right_operand[31])) & (left_operand[31] ^ result[31]);
        else if (op == ALU_SUB)
            ref_overflow = (left_operand[31] ^ right_operand[31]) & (left_operand[31] ^ result[31]);
        else
            ref_overflow = 1'b0;
    endfunction
endpackage
module traffic(clk, rst, 
               green_main, yellow_main, red_main, 
               green_first, yellow_first, red_first, 
               waiting_main, waiting_first);
input clk;
input rst;
input waiting_main;
input waiting_first;
output green_main, yellow_main, red_main, 
       green_first, yellow_first, red_first;
wire [4:0] state_first;
wire [4:0] state_main;
vlog_street_ctrl_fsm #(1, 4) main(
                 .clk           (clk), 
                 .rst           (rst), 
                 .waiting       (waiting_main),
                 .waiting_cross (waiting_first), 
                 .state_cross   (state_first),
                 .red           (red_main), 
                 .yellow        (yellow_main), 
                 .green         (green_main),
                 .state_out     (state_main)
                );
vlog_street_ctrl_fsm #(0, 4) first(
                  .clk           (clk), 
                  .rst           (rst), 
                  .waiting       (waiting_first),
                  .waiting_cross (waiting_main), 
                  .state_cross   (state_main),
                  .red           (red_first), 
                  .yellow        (yellow_first), 
                  .green         (green_first),
                  .state_out     (state_first)
                );
reg s_reg;
always @(posedge clk or posedge rst)
     if (rst) s_reg <= 0;
     else     s_reg <= waiting_main;
endmodule
module vlog_street_ctrl_fsm (clk, rst, 
    waiting, waiting_cross, state_cross,
    red, yellow, green, state_out);
input clk;
input rst;
input waiting;
input waiting_cross;
input [4:0] state_cross;
output red, yellow, green;
output [4:0] state_out;
parameter PRIORITY = 0;
parameter MAX_WAIT = 4;
parameter [4:0]  RESET = 5'b00001,  
                 SR0 =  5'b00010,   
                 SR1 =  5'b00100,   
                 SY  =  5'b01000,   
                 SG  =  5'b10000;   
reg [4:0] state_out, next_state;
reg red, yellow, green;
reg[3:0] timer;
always @(posedge clk or posedge rst) begin
  if (rst)
     state_out <= RESET;
  else
     state_out <= next_state;
end
always @(posedge clk or posedge rst) begin
  if (rst)
     timer <= 4'b0001;
  else begin
     if (state_out == SR1 && next_state == SG)
        timer <= 4'b0001;
     else if (timer != MAX_WAIT)
        timer <= timer + 4'b0001;
  end
end
always @(*)
begin
   case(state_out)
      RESET : begin
               if (PRIORITY) next_state = SG;
               else next_state = SR0;
            end
      SR0 :
         next_state = SR1;
      SR1 : begin
            if (state_cross == SY) next_state = SG;
            else next_state = SR1;
            end
      SG : begin 
           if (waiting_cross && (~waiting || timer == MAX_WAIT))
              next_state = SY;
           else 
              next_state = SG;
           end
      SY :
         next_state = SR0;
      default : 
         next_state = 5'bxxxxx;
   endcase
end
always @(state_out)
begin
   case(state_out)
      RESET, SR0, SR1:
      begin
         red    = 1;
         green  = 0;
         yellow = 0;
      end
      SG :
      begin
         green  = 1;
         yellow = 0;
         red    = 0;
      end
      SY :
      begin
         yellow = 1;
         green  = 0;
         red    = 0;
      end
   endcase
end
endmodule
==> reports/metrics.yaml <==
finalPower_mw: 1.08
clkLatencyLatePin_ps: 250
diodes: 0
avgViaCountPerCell: 2.83
period_used_share: 0.528
ff_latch_area_sq_um: 519
untimed_endpoints: 12
netlist_instances: 83
synth-edff-count: 0
cts-root-buf: "clkbuf_8"
nFillCells: 902
num_io_pins: 10
wire_per_inst_um: 8.15
die_width_um: 113
warnings: 27
tightestPinTransition_ps: 633
ys.flop_type: "dfrtp_1"
synth.top_cell.area_share: 0.371
synth.avg_cell_area_sq_um: 11.4
hold_path_class: "reg -> reg"
cts_tree: "done"
synth_area_sq_um: 943
ys_top_cells_by_count: "14 x dfrtp_1, 11 x inv_1, 6 x a21o_1, 6 x dlxtp_1, 6 x nand2_1"
ant_nets: 0
max_freq_mhz: 701
die_h_um: 113
critPathLaunchType: "flip-flop"
synth_warnings: 0
hold_viol_final: 0
crit_arrival_ps: 1540
port_buffers: 9
worstPathRequired_ps: 2820
clk_path_buf_depth: 2
fin_cells: 201
grt_max_degree: 18
yosysTopAreaCell: "dfrtp_1"
synth.distinct_cells: 22
grt_overflow: 0
clk_pin_slew_ps: 70
cts_setup_buffers: 0
yosysCellCount: 83
num_rows: 33
cts.htree.levels: 1
unclocked_regs: 6
grt_pass1_vias: 575
period_minus_slack_ps: 1430
topCellsByArea: "dfrtp_1 37%, dlxtp_1 9.5%, dfstp_2 8.4%, ha_1 5.3%, a21o_1 4.8%"
max-cap-violations: 0
slew_violations: 0
ir_drop_mv: 0.400
wirelength_um: 1640
area_delta_synth_final_pct: 28.4
status: "complete, no violations"
async_reset_ff_frac: 0.739
grt_first_pass_wirelength_um: 2930
route.detailed.drc: 0
yosysMostFrequentCell: "dfrtp_1"
chipArea_sq_um: 12800
p_per_area_nw_per_um2: 889
skew_ps: 3.65
detail_route.first_pass.iterations: 2
worstSetupPathType: "reg -> reg"
coreArea_sq_um: 8300
hold_buffers: 0
yosys_area_sq_um: 943
end_kind: "flip-flop"
crit_fanout: 5
finalSetupViolCount: 0
final_layout_size_suffix_gt1_frac: 0.146
ys.flops: 23
dp_hpwl_um: 1330
antenna_found_initial: 0
fp_util: 0.114
first_iter_violations: 34
slew_headroom: 0.577
cts_made_buffers: 3
gp_congestion: 0.744
grt_use_total: 0.0275
vias: 569
fin_area_sq_um: 1210
dp.cells: 197
grt_setup_unrepaired: "no"
placed_area_sq_um: 1160
setup_tns_ps: 0
cts.repair.resized: 0
power.leakage_nw: 0.561
logic_area_sq_um: 383
kinds of logic (layout without fill, tap and decap cells):
family,count (synthesis),in the layout,synth area share
other cells,1,1,0.00397
buf+inv,11,24,0.0438
xor+xnor,4,4,0.0371
mux,4,4,0.0424
flops,17,17,0.455
fa+ha+maj,4,4,0.0531
latches,6,6,0.0955
simple gates,19,19,0.142
compound gates,17,17,0.127
cells in the final DEF (no fill, tap or decap), drive strengths merged, types with 5 or more instances in the layout:
cell type | synthesis | final
a21oi | 5 | 5
a21o | 6 | 6
inv | 11 | 11
nand2 | 6 | 6
dlxtp | 6 | 6
dfrtp | 14 | 14
clkdlybuf4s50 | 0 | 9
report_power, final:
| group | internal (mW) | switching, mW |
|---|---|---|
| registers | 0.387 | 0.0994 |
| logic | 0.225 | 0.181 |
| clock network | 0.102 | 0.0825 |
| total | 0.714 | 0.363 |
metal layers:
layer / wire, um / part of all wire / GRT usage
met5: 0 / 0 / 0
met4: 11 / 0.0067 / 0.00254
met3: 61 / 0.037 / 0.00855
met2: 503 / 0.31 / 0.0296
met1: 1060 / 0.65 / 0.0492
worst max-delay path, stage by stage (launching register included):
cell      delay [ps]
dfstp_2          550
inv_1             60
ha_1             240
nand3b_4         120
a21o_1           230
a21oi_1           90
path summary, 6_finish.rpt:
check,from,end,slack (ps),depth (start not counted)
worst min register to register,main.state_out[4]$_DFF_PP0_,main.state_out[3]$_DFF_PP0_,510,1
worst max-delay path,main.timer[0]$_DFFE_PP1P_,main.timer[3]$_DFFE_PP0P_,1270,5
worst min-delay path,main.state_out[4]$_DFF_PP0_,main.state_out[3]$_DFF_PP0_,510,1
min in group asynchronous,rst,main.state_out[1]$_DFF_PP0_,670,2
worst max register to register,main.timer[0]$_DFFE_PP1P_,main.timer[3]$_DFFE_PP0P_,1270,5
max in group asynchronous,rst,first.timer[2]$_DFFE_PP0P_,1620,2
cell type report:
type | count | share of cell area
Multi-Input combinational cell | 49 | 0.316
Sequential cell | 23 | 0.429
Timing Repair Buffer | 9 | 0.0744
Clock inverter | 1 | 0.00413
Clock buffer | 3 | 0.0341
Inverter | 11 | 0.0341
Tap cell | 105 | 0.108
per-stage QoR:
stage          hold slack, ps  setup slack, ps   util
2_1_floorplan             464             1390      -
3_3_place_gp              481             1120  0.140
3_5_place_dp              497             1100  0.140
4_1_cts                   513             1270  0.146
5_1_grt                   539             1210  0.146
6_report                  507             1270  0.146
state kept, by name (all words and copies together), names as in the netlist:
name and cells:
first.green 1, first.red 1, first.state_out 4, first.timer 4, first.yellow 1, main.green 1
main.red 1, main.state_out 5, main.timer 4, main.yellow 1
